===== ./design.v =====
module modN_ctr # (parameter N = 10, parameter WIDTH = 8) ( input enb, clk, input rstn, output reg[WIDTH-1:0] out, cnt_max); 
  always @ (posedge clk) begin
    if (!rstn) begin
      cnt_max <= 0;
      out <= 0;
    end
    else begin
      if (out == N-1)
        out <= 0;
      else
        if (enb)
          out <= out + 1; 
      if (out == N-1)
        cnt_max <= 1;
      else 
        cnt_max <= 0; 
    end
  end 
endmodule

===== ./constraint.sdc =====
current_design modN_ctr

set clk_period 2.5
set clk_io_pct 0.2

create_clock -name clk0 -period $clk_period [get_ports {clk}]

set non_clock_inputs [all_inputs -no_clocks]
set_input_delay [expr $clk_period * $clk_io_pct] -clock clk0 $non_clock_inputs
set_output_delay [expr $clk_period * $clk_io_pct] -clock clk0 [all_outputs]

===== ./config.mk =====
export PLATFORM = sky130hd
export DESIGN_NAME = modN_ctr
export DESIGN_NICKNAME = modN_ctr
export VERILOG_FILES = /design/flow/design.v
export SDC_FILE = /design/flow/constraint.sdc
export NUM_CORES = 4
export LEC_CHECK = 1
export CORE_AREA = 10 10 70 70
export DIE_AREA = 0 0 80 80

===== ./run.sh =====
#!/bin/bash
# OpenROAD 26Q1-2900-gdf79404cd8, Yosys 0.63+post, stock flow scripts
make -C /OpenROAD-flow-scripts/flow DESIGN_CONFIG=/design/flow/config.mk WORK_HOME=/design/flow/orfs finish

==> load_flow_metrics.sql <==
-- implementation run metrics
INSERT INTO impl_metrics (metric_group, metric, value, unit) VALUES
('cts', 'clkTransAtPathRegs', '0.06', 'ns'),
('floorplanning', 'vertical_die_dimension', '80', 'um'),
('critical_path', 'worst_r2r_startpoint', 'out[0]$_SDFFE_PP0P_', ''),
('routing', 'vias_per_cell', '3.40', ''),
('critical_path', 'cp.arrival', '1.32', 'ns'),
('cts', 'holdBufCountCts', '0', ''),
('critical_path', 'timing.rr.end', 'out[1]$_SDFFE_PP0P_', ''),
('cts', 'clock-sinks', '9', ''),
('floorplanning', 'floorplan.core_area', '0.00342', 'mm^2'),
('critical_path', 'r2r_setup_slack', '1.02', 'ns'),
('floorplanning', 'die-width', '80', 'um'),
('place', 'dp.final_hpwl', '869', 'um'),
('min_path', 'hold_end', 'out[6]$_SDFFE_PP0P_', ''),
('critical_path', 'crit_family', 'buffers and inverters', ''),
('critical_path', 'setup.worst_path.start', 'out[2]$_SDFFE_PP0P_', ''),
('grt', 'antenna_violations_before_repair', '0', ''),
('logic_synthesis', 'post_synth_most_frequent_cells', 'dfxtp_1, buf_4, nor2_1', ''),
('place', 'port_buffers', '11', ''),
('critical_path', 'worst-path-max-fanout', '7', ''),
('timing', 'final_skew', '0.00705', 'ns'),
('cts', 'skew_pair_late_insertion_delay', '0.26', 'ns'),
('cts', 'post-cts-setup-buffer-count', '0', ''),
('timing', 'whs', '0.520', 'ns'),
('final_layout', 'seqCellArea', '180', 'um^2'),
('timing', 'layout_worst_path_cycle_share', '0.728', ''),
('logic_synthesis', 'top_cell_area_share', '0.377', ''),
('power', 'ir_worst_vdd', '0.131', 'mV'),
('routing', 'num_antenna_cells', '0', ''),
('final_layout', 'final_layout_size_suffix_gt1_frac', '0.0923', ''),
('min_path', 'hold_path_class', 'flip-flop to flip-flop', ''),
('floorplanning', 'ios', '19', ''),
('place', 'gpl.final_weighted_congestion', '0.812', ''),
('cts', 'clock_tree_from_tritoncts', 'yes', ''),
('critical_path', 'reg2regPathDepth', '4', ''),
('cts', 'cts_made_buffers', '3', ''),
('routing', 'detailedRoute.firstPassIterationCount', '3', ''),
('routing', 'remaining_drc_errors', '0', ''),
('outcome', 'status', 'finished, final reports clean', ''),
('critical_path', 'crit_path_max_incr_delay', '0.54', 'ns'),
('logic_synthesis', 'ys_async_sr_fraction', '0', ''),
('logic_synthesis', 'yosys_cells', '52', ''),
('critical_path', 'worstSetupEndpointType', 'output port', ''),
('floorplanning', 'std_cell_rows', '21', ''),
('routing', 'routed_wirelength', '1100', 'um'),
('final_layout', 'syn2layout_area_growth', '33.2', '%'),
('grt', 'grtUsageMet3', '0.0216', ''),
('power', 'power.static_leakage', '0.226', 'nW'),
('cts', 'clockBufferDepth', '2', ''),
('grt', 'first_pass_grt_wire_length', '1650', 'um'),
('place', 'dp_worst_setup_slack', '0.613', 'ns'),
('grt', 'globalRoute.busiestLayer', 'met2', ''),
('min_path', 'hold_start', 'out[6]$_SDFFE_PP0P_', ''),
('critical_path', 'path_buffers', '1', ''),
('critical_path', 'startpoint_type', 'flip-flop', ''),
('final_layout', 'fillCellCount', '396', ''),
('flow_run', 'cap_violations', '0', ''),
('grt', 'overflow', '0', ''),
('routing', 'wire_per_inst', '9.87', 'um'),
('logic_synthesis', 'post_synth.cell_area_avg', '9.19', 'um^2'),
('timing', 'finalSetupViolCount', '0', ''),
('logic_synthesis', 'area_leaders', 'dfxtp_1, buf_4, o41ai_4, xor2_1, ha_1', ''),
('critical_path', 'path_cells', 'clkdlybuf4s50_1', ''),
('cts', 'cts_htree_levels', '1', ''),
('logic_synthesis', 'synth_sequential_area_ratio', '0.377', ''),
('grt', 'grt.met1_usage', '0.0343', ''),
('min_path', 'worst_hold_path_stage_count', '2', ''),
('grt', 'met2_capacity_usage_during_global_routing', '0.0562', ''),
('final_layout', 'area.combinational', '259', 'um^2'),
('timing', 'hold_viol_final', '0', ''),
('routing', 'detail-route-antenna-nets', '0', ''),
('cts', 'postCtsResizedCells', '0', '');
==> logic make-up (layout without fill, tap and decap cells) <==
family,count (synthesis),in the layout,share of synthesized area
DFF,9,9,0.377
adders and majority gates,2,2,0.0523
other,1,7,0.00785
buffers and inverters,9,16,0.128
AOI/OAI and AO/OA,8,8,0.136
and+or+nand+nor,19,19,0.225
xor gates and xnor gates,4,4,0.0733
==> worst min-delay path: stages (launching register included) <==
cell and delay (ns):
dfxtp_1 0.34, o21ai_0 0.08, a21oi_1 0.06
==> power by group <==
part,internal (W),leakage [nW],switching [W],total [W]
combinational,0.0000148,0.138,0.00000965,0.0000245
clock,0.0000614,0.0150,0.0000488,0.000110
sequential,0.000147,0.0730,0.00000614,0.000153
total,0.000223,0.226,0.0000646,0.000288
==> routing by layer <==
metal | wire [um] | share of wire
met2 | 561 | 0.51
met4 | 14 | 0.013
met1 | 439 | 0.40
met5 | 0 | 0
met3 | 80 | 0.073
==> flip-flops by register name, indices dropped and copies added, names as in the netlist <==
signal   cells
out          8
cnt_max      1
==> final cells by class <==
class,instances,area share
Sequential cell,9,0.283
Inverter,1,0.00589
Multi-Input combinational cell,40,0.407
Tap cell,46,0.0904
Clock buffer,4,0.0413
Timing Repair Buffer,11,0.173
==> metrics by stage <==
| stage | area (um^2) | utilization | std cells | power (W) |
|---|---|---|---|---|
| 6_report | 637 | 0.186 | 111 | 0.000288 |
| 3_5_place_dp | 611 | 0.179 | 107 | 0.000182 |
| 4_1_cts | 637 | 0.186 | 111 | 0.000295 |
| 3_3_place_gp | 611 | 0.179 | 107 | 0.000181 |
| 5_1_grt | 637 | 0.186 | 111 | 0.000310 |
| 2_1_floorplan | 500 | - | 58 | 0.000175 |
==> placed cells by master, fill, tap and decap left out <==
cell type | synthesis | layout
clkdlybuf4s50_1 | 0 | 11
dfxtp_1 | 9 | 9
conb_1 | 1 | 7
nor2_1 | 5 | 5
nand2_1 | 3 | 3
xor2_1 | 3 | 3
o21ai_0 | 3 | 3
or3_1 | 3 | 3
a21oi_1 | 3 | 3
clkbuf_4 | 0 | 3
nand4_1 | 2 | 2
nand3_1 | 2 | 2
ha_1 | 2 | 2
inv_1 | 1 | 1
or3_4 | 1 | 1
o41ai_4 | 1 | 1
nand4_2 | 1 | 1
a211oi_1 | 1 | 1
nor4_1 | 1 | 1
and2_1 | 1 | 1
xnor2_1 | 1 | 1
clkbuf_1 | 0 | 1
==> worst max-delay path by stage <==
stage	end	slack [ns]	depth (start not counted)
4_1_cts	out[2]	0.67	1
5_1_grt	out[2]	0.62	1
6_report	out[2]	0.68	1
No activity file was given, so power comes from the tool's default toggle rates.
