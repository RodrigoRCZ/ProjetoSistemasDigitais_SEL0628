==> /design/flow/design.v <==
`timescale 1 ns/100 ps
module bcd27seg (output a, b, c, d, e, f, g, input [3:0] BCD, common_cathode);
wire nB2nB0, B2B0, nB1nB0, B1B0, nB2B1, B1nB0, B2nB1, B2nB0, B2nB1B0;
wire [3:0] nBCD;
wire ncommon_cathode;
wire A, nA, B, nB, C, nC, D, nD, E, nE, F, nF, G, nG;
wire X0, Y0, X1, Y1, X2, Y2, X3, Y3, X4, Y4, X5, Y5, X6, Y6;
not (nBCD, BCD);
not(ncommon_cathode, common_cathode);
and (B2nB1B0, BCD[2], nBCD[1], BCD[0]);
and (nB2nB0, nBCD[2], nBCD[0]);
and (nB1nB0, nBCD[1], nBCD[0]);
and (nB2B1, nBCD[2], BCD[1]);
and (B2nB1, BCD[2], nBCD[1]);
and (B2nB0, BCD[2], nBCD[0]);
and (B1nB0, BCD[1], nBCD[0]);
and (B2B0, BCD[2], BCD[0]);
and (B1B0, BCD[1], BCD[0]);
or (A, BCD[3], BCD[1], nB2nB0, B2B0);
not(nA, A);
or (B, nBCD[2], nB1nB0 , B1B0);
not(nB, B);
or (C, BCD[2], nBCD[1], BCD[0]);
not(nC, C);
or (D, BCD[3], nB2nB0 , nB2B1 , B1nB0, B2nB1B0);
not(nD, D);
or (E, nB2nB0 , B1nB0);
not(nE, E);
or (F, BCD[3], nB1nB0 , B2nB1, B2nB0);
not(nF, F);
or (G, BCD[3], B1nB0 , nB2B1 , B2nB1);
not(nG, G);
and(X0, nA, ncommon_cathode);
and(Y0, A, common_cathode);
or(a, X0, Y0);
and(X1, nB, ncommon_cathode);
and(Y1, B, common_cathode);
or(b, X1, Y1);
and(X2, nC, ncommon_cathode);
and(Y2, C, common_cathode);
or(c, X2, Y2);
and(X3, nD, ncommon_cathode);
and(Y3, D, common_cathode);
or(d, X3, Y3);
and(X4, nE, ncommon_cathode);
and(Y4, E, common_cathode);
or(e, X4, Y4);
and(X5, nF, ncommon_cathode);
and(Y5, F, common_cathode);
or(f, X5, Y5);
and(X6, nG, ncommon_cathode);
and(Y6, G, common_cathode);
or(g, X6, Y6);
endmodule
==> /design/flow/run.sh <==
#!/bin/bash
# OpenROAD 26Q1-2900-gdf79404cd8, Yosys 0.63+post, stock flow scripts
make -C /OpenROAD-flow-scripts/flow DESIGN_CONFIG=/design/flow/config.mk WORK_HOME=/design/flow/orfs finish
==> /design/flow/config.mk <==
export PLATFORM = sky130hd
export DESIGN_NAME = bcd27seg
export DESIGN_NICKNAME = bcd27seg
export VERILOG_FILES = /design/flow/design.v
export SDC_FILE = /design/flow/constraint.sdc
export NUM_CORES = 4
export LEC_CHECK = 1
export CORE_AREA = 10 10 70 70
export DIE_AREA = 0 0 80 80
==> /design/flow/constraint.sdc <==
current_design bcd27seg

set clk_period 1.9
set clk_io_pct 0.2

create_clock -name clk0 -period $clk_period

set non_clock_inputs [all_inputs -no_clocks]
set_input_delay [expr $clk_period * $clk_io_pct] -clock clk0 $non_clock_inputs
set_output_delay [expr $clk_period * $clk_io_pct] -clock clk0 [all_outputs]
==> summary.txt <==
Notes on the physical design

The routed design shows a via density per instance of 2.89. The most common cell in the netlist is xor2_1. The total leakage power is 0.200 nW. The final count of pins violating max slew is 0. The report lists the number of standard-cell rows as 21. The weighted congestion at the end of routability-driven global placement is roughly 0.69. The class of the worst hold path is in -> out. Detailed placement finished with a half-perimeter wire length of about 630 um. The main area contributors are xor2_1 25%, xnor2_1 13%, nand2b_1 9.0%. The pin closest to its max-slew limit shows a slew of 308 ps. The routed layout reports a DRC error count of 0. The library cell occupying the most area in the post-synthesis netlist is xor2_1. After layout, the minimum clock period comes to about 1900 ps. The setup violation total in the final timing report is 0. The number of logged tool warnings is 36. The cell with the biggest individual delay on the critical path is or4b_4. The post-synthesis cell count is 30. For reference, the top cells by count after synthesis are 6 x xor2_1, 3 x nand2b_1, 3 x xnor2_1. Switching power as a fraction of the total was reported as 0.404.

The number of hold-slack violations in the final timing report is 0. The worst setup path is captured at a primary output. The count of nets left with antenna violations once routing finished came out at 0.

The synthesized netlist was found by Yosys to have 30 cells. Once layout is complete, the utilization of the core stands at 0.135. The standard cell core area is 0.00342 sq mm. The first global-routing pass estimated 1330 um of wire. The violation count after the first detailed-routing iteration is 4.

The number of antenna diodes is 0. The post-synthesis area per instance is 6.92 sq um. The die is 80 um wide. The data required time at the worst endpoint is roughly 1500 ps. The data arrival time of the critical path is 1480 ps. Derived from the worst setup path, the maximum achievable clock frequency is 539 MHz.

The max-slew check reports its worst relative slack as 0.794. Post-synthesis, Yosys gives the total cell area as 208 sq um. The critical path maximum fanout is 2. The detailed-routing iteration count for the pre-antenna-repair pass is 4.

The die area is 0.00640 sq mm. The final route contains 275 vias. The final layout reports a setup TNS of 0 ps.

The synthesis warning total is 0. For reference, the critical path cell chain is buf_2 -> or4b_4 -> o221a_1 -> o311ai_2 -> buf_2. The fraction of post-synthesis cell area in the top cell type by area is 0.253.

The timing report gives the biggest stage delay along the critical path as roughly 530 ps. Measured along the y axis, the die boundary spans 80 um. The aggregate global routing overflow is 0. Per the run report, area growth between synthesis and finish was 122%. The sequential area share after synthesis is 0. The distinct cell type count of the synthesized netlist is 17. The footprint of the flip-flops and latches is 0 sq um. The share of the core filled by cells before placement is 0.0608. The clock tree buffer count of the final layout is 0. The total of hold buffers inserted after clock tree synthesis is 0. The sequential cell count is 0. The fraction of final layout cells sized beyond drive strength 1 is 0.551.

In this design, the critical path's most frequently occurring cell is buf_2. Setup repair after global routing left no endpoint under its margin. The number of global-route vias before repair came to 270.

The combinational share of power is 1.000. The total net switching power is about 0.000039 W. The cell area after synthesis is 208 sq um. The maximum number of pins on one net before global-route repair is 9. The final layout contains routed wiring with a total length of 822 um. The total I/O pin count is 15. The cell-internal power is 0.0000580 W. The power after layout is 0.0000974 W. The power share of the sequential group is 0. The number of maximum-capacitance violations is 0. Dividing total power by cell area gives a power density of approximately 210 mW/mm^2. The count of buffer and inverter cells on the critical path is 2.

The ratio of final minimum period to clock period is 0.977. The power report attributes to the clock group a share of 0. The routed wirelength normalized by instance count is 8.65 um. The global-route usage over all layers is 0.0249.

The flow ran to the end, and the final reports show no timing, DRC or antenna violations. The type of element launching the critical path is an input port. The worst VDD IR drop from the latest analysis is between 20 and 30 uV. After routing the design area is 462 sq um.

The cell type group with the largest total delay on the critical path is simple AND/OR/NAND/NOR gates. Detailed placement reports a standard cell area of 413 sq um. The quantity of I/O buffers inserted on ports is 12.

The initial antenna violation count is 0. The category of the most critical setup path is in -> out.
-- per-layer routing --
metal	wire (um)	part of all wire	vias to the layer above	GRT usage
met1	320	0.39	129	0.0330
li1	-	-	139	-
met3	132	0.16	0	0.0114
met2	369	0.45	7	0.0385
met4	0	0	0	0
met5	0	0	-	0
-- worst paths after layout --
path / from / end / slack (ps) / cells past startpoint
setup / recovery: BCD[0] / d / 40 / 5
hold / removal: BCD[3] / g / 1270 / 5
-- cell families after synthesis --
group,synth area share
and+or+nand+nor,0.349
xor gates and xnor gates,0.380
AOI/OAI and AO/OA,0.151
buffers and inverters,0.120
-- area by class of cell --
class / count / area [sq um]
multi-input cells: 26 / 234
fillers: 413 / 2950
repair buffers: 23 / 170
well taps: 46 / 57.6
-- power groups by stage --
stage                 logic [W]  clock network (W)  registers (W)
after CTS             0.0000952                  0              0
after global routing   0.000109                  0              0
final                 0.0000974                  0              0
-- layout by cell type (no fill, tap or decap), drive strengths merged --
| cell | Yosys | final |
|---|---|---|
| xnor2 | 3 | 3 |
| and2b | 1 | 1 |
| o311ai | 1 | 1 |
| nand2b | 3 | 3 |
| nand2 | 2 | 2 |
| a21oi | 1 | 1 |
| nor3 | 1 | 1 |
| dlygate4sd2 | 0 | 4 |
| clkdlybuf4s15 | 0 | 1 |
| nand3 | 2 | 2 |
| buf | 3 | 16 |
| or2 | 1 | 1 |
| xor2 | 6 | 6 |
| or4b | 1 | 1 |
| o22ai | 1 | 1 |
| nor2 | 2 | 2 |
| o221a | 1 | 1 |
| clkbuf | 1 | 2 |
-- stage by stage --
step | std cells | worst slack [ps] | hold WS (ps)
floorplan | 30 | 243 | 862
global placement | 91 | -652 | 1900
detailed placement | 91 | -667 | 1910
CTS | 95 | -35.3 | 1270
global route | 95 | 10.8 | 1310
finish | 95 | 43.6 | 1270
-- what timing repair did --
item,4_1_cts,5_1_grt
setup endpoints to repair,7,2
resized,34,6
hold endpoints to repair,0,0
buffers inserted,4,0
pin swaps,10,1
Power is estimated from default activity; no workload was simulated.
